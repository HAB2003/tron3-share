==> design.v <==
module i2c_sender(
input wire clk,
inout reg siod,
output reg sioc,
output reg taken,
input wire send,
input wire [7:0] id,
input wire [7:0] reg_,
input wire [7:0] value
);
reg [7:0] divider = 8'b00000001;   
reg [31:0] busy_sr = 1'b0;
reg [31:0] data_sr = 1'b1;
  always @(busy_sr, data_sr[31]) begin
    if(busy_sr[11:10] == 2'b10 || busy_sr[20:19] == 2'b10 || busy_sr[29:28] == 2'b10) begin
      siod <= 1'bZ;
    end
    else begin
      siod <= data_sr[31];
    end
  end
  always @(posedge clk) begin
    taken <= 1'b0;
    if(busy_sr[31] == 1'b0) begin
      sioc <= 1'b1;
      if(send == 1'b1) begin
        if(divider == 8'b00000000) begin
          data_sr <= {3'b100,id,1'b0,reg_,1'b0,value,1'b0,2'b01};
          busy_sr <= {3'b111,9'b111111111,9'b111111111,9'b111111111,2'b11};
          taken <= 1'b1;
        end
        else begin
          divider <= divider + 1;
        end
      end
    end
    else begin
      case({busy_sr[32 - 1:32 - 3],busy_sr[2:0]})
      {3'b111,3'b111} : begin  
        case(divider[7:6])
        2'b00 : begin
          sioc <= 1'b1;
        end
        2'b01 : begin
          sioc <= 1'b1;
        end
        2'b10 : begin
          sioc <= 1'b1;
        end
        default : begin
          sioc <= 1'b1;
        end
        endcase
      end
      {3'b111,3'b110} : begin  
        case(divider[7:6])
        2'b00 : begin
          sioc <= 1'b1;
        end
        2'b01 : begin
          sioc <= 1'b1;
        end
        2'b10 : begin
          sioc <= 1'b1;
        end
        default : begin
          sioc <= 1'b1;
        end
        endcase
      end
      {3'b111,3'b100} : begin  
        case(divider[7:6])
        2'b00 : begin
          sioc <= 1'b0;
        end
        2'b01 : begin
          sioc <= 1'b0;
        end
        2'b10 : begin
          sioc <= 1'b0;
        end
        default : begin
          sioc <= 1'b0;
        end
        endcase
      end
      {3'b110,3'b000} : begin  
        case(divider[7:6])
        2'b00 : begin
          sioc <= 1'b0;
        end
        2'b01 : begin
          sioc <= 1'b1;
        end
        2'b10 : begin
          sioc <= 1'b1;
        end
        default : begin
          sioc <= 1'b1;
        end
        endcase
      end
      {3'b100,3'b000} : begin  
        case(divider[7:6])
        2'b00 : begin
          sioc <= 1'b1;
        end
        2'b01 : begin
          sioc <= 1'b1;
        end
        2'b10 : begin
          sioc <= 1'b1;
        end
        default : begin
          sioc <= 1'b1;
        end
        endcase
      end
      {3'b000,3'b000} : begin  
        case(divider[7:6])
        2'b00 : begin
          sioc <= 1'b1;
        end
        2'b01 : begin
          sioc <= 1'b1;
        end
        2'b10 : begin
          sioc <= 1'b1;
        end
        default : begin
          sioc <= 1'b1;
        end
        endcase
      end
      default : begin
        case(divider[7:6])
        2'b00 : begin
          sioc <= 1'b0;
        end
        2'b01 : begin
          sioc <= 1'b1;
        end
        2'b10 : begin
          sioc <= 1'b1;
        end
        default : begin
          sioc <= 1'b0;
        end
        endcase
      end
      endcase
      if(divider == 8'b11111111) begin
        busy_sr <= {busy_sr[32 - 2:0],1'b0};
        data_sr <= {data_sr[32 - 2:0],1'b1};
        divider <= {8{1'b0}};
      end
      else begin
        divider <= divider + 1;
      end
    end
  end
endmodule
module ov7670_controller(
    input wire clk,
    input wire resend,
    output wire config_finished,
    output wire sioc,
    inout wire siod,
    output wire reset,
    output wire pwdn,
    output wire xclk
);
reg sys_clk = 1'b0;
wire [15:0] command;
wire finished;
wire taken;
wire send_active;
parameter camera_address = 8'h42;
localparam integer DELAY_CYCLES = 5_000_000;
reg [22:0] delay_counter = 0;
reg delay_done = 0;
always @(posedge clk) begin
    if (!delay_done) begin
        if (delay_counter < DELAY_CYCLES - 1)
            delay_counter <= delay_counter + 1;
        else
            delay_done <= 1;
    end
end
assign config_finished = finished;
assign send_active = delay_done && ~finished;
i2c_sender Inst_i2c_sender(
    .clk(clk),
    .taken(taken),
    .siod(siod),
    .sioc(sioc),
    .send(send_active),
    .id(camera_address),
    .reg_(command[15:8]),
    .value(command[7:0])
);
assign reset = 1'b1;   
assign pwdn  = 1'b0;   
assign xclk  = sys_clk;
ov7670_registers Inst_ov7670_registers(
    .clk(clk),
    .advance(taken),
    .command(command),
    .finished(finished),
    .resend(resend)
);
always @(posedge clk) begin
    sys_clk <= ~sys_clk;
end
endmodule
module ov7670_registers(
input wire clk,
input wire resend,
input wire advance,
output wire [15:0] command,
output reg finished
);
reg [15:0] sreg;
reg [7:0] address = 1'b0;
  assign command = sreg;
  always @(*) begin
    case(sreg)
      16'hFFFF : finished <= 1'b1;
      default : finished <= 1'b0;
    endcase
  end
  always @(posedge clk) begin
    if(resend == 1'b1) begin
      address <= {8{1'b0}};
    end
    else if(advance == 1'b1) begin
      address <= (address) + 1;
    end
    case(address)
    8'h00 : begin
      sreg <= 16'h1280;
    end
    8'h01 : begin
      sreg <= 16'h1280;
    end
    8'h02 : begin
      sreg <= 16'h1204;
    end
    8'h03 : begin
      sreg <= 16'h1140;  
    end
    8'h04 : begin 
      sreg <= 16'h0C00;
    end
    8'h05 : begin
      sreg <= 16'h3E00;
    end
    8'h06 : begin
      sreg <= 16'h8C02;
    end
    8'h07 : begin
      sreg <= 16'h0400;
    end
    8'h08 : begin
      sreg <= 16'h4010;
    end
    8'h09 : begin
      sreg <= 16'h3a04;
    end
    8'h0A : begin
      sreg <= 16'h1448;
    end
    8'h0B : begin
      sreg <= 16'h4f40;
    end
    8'h0C : begin
      sreg <= 16'h5034;
    end
    8'h0D : begin
      sreg <= 16'h510C;
    end
    8'h0E : begin
      sreg <= 16'h5217;
    end
    8'h0F : begin
      sreg <= 16'h5329;
    end
    8'h10 : begin
      sreg <= 16'h5440;
    end
    8'h11 : begin
      sreg <= 16'h581e;
    end
    8'h12 : begin
      sreg <= 16'h3dc0;
    end
    8'h13 : begin
      sreg <= 16'h1100;
    end
    8'h14 : begin
      sreg <= 16'h1711;
    end
    8'h15 : begin
      sreg <= 16'h1861;
    end
    8'h16 : begin
      sreg <= 16'h32A4;
    end
    8'h17 : begin
      sreg <= 16'h1903;
    end
    8'h18 : begin
      sreg <= 16'h1A7b;
    end
    8'h19 : begin
      sreg <= 16'h030a;
    end
    8'h1A : begin
      sreg <= 16'h0e61;
    end
    8'h1B : begin
      sreg <= 16'h0f4b;
    end
    8'h1C : begin
      sreg <= 16'h1602;
    end
    8'h1D : begin
      sreg <= 16'h1e37;
    end
    8'h1E : begin
      sreg <= 16'h2102;
    end
    8'h1F : begin
      sreg <= 16'h2291;
    end
    8'h20 : begin
      sreg <= 16'h2907;
    end
    8'h21 : begin
      sreg <= 16'h330b;
    end
    8'h22 : begin
      sreg <= 16'h350b;
    end
    8'h23 : begin
      sreg <= 16'h371d;
    end
    8'h24 : begin
      sreg <= 16'h3871;
    end
    8'h25 : begin
      sreg <= 16'h392a;
    end
    8'h26 : begin
      sreg <= 16'h3c78;
    end
    8'h27 : begin
      sreg <= 16'h4d40;
    end
    8'h28 : begin
      sreg <= 16'h4e20;
    end
    8'h29 : begin
		sreg <= 16'h6900;
    end
    8'h2A : begin
      sreg <= 16'h6b4a;
    end
    8'h2B : begin
      sreg <= 16'h7410;
    end
    8'h2C : begin
      sreg <= 16'h8d4f;
    end
    8'h2D : begin
      sreg <= 16'h8e00;
    end
    8'h2E : begin
      sreg <= 16'h8f00;
    end
    8'h2F : begin
      sreg <= 16'h9000;
    end
    8'h30 : begin
      sreg <= 16'h9100;
    end
    8'h31 : begin
      sreg <= 16'h9600;
    end
    8'h32 : begin
      sreg <= 16'h9a00;
    end
    8'h33 : begin
      sreg <= 16'hb084;
    end
    8'h34 : begin
      sreg <= 16'hb10c;
    end
    8'h35 : begin
      sreg <= 16'hb20e;
    end
    8'h36 : begin
      sreg <= 16'hb382;
    end
    8'h37 : begin
      sreg <= 16'hb80a;
    end
    8'h38 : begin
		sreg <= 16'h7100;
    end
    8'h39 : begin
		sreg <= 16'ha202;
    end
    default : begin
      sreg <= 16'hffff;
    end
    endcase
  end
endmodule
==> run.sh <==
#!/bin/bash
# OpenROAD 26Q1-2900-gdf79404cd8, Yosys 0.63+post, stock flow scripts
make -C /OpenROAD-flow-scripts/flow DESIGN_CONFIG=/design/flow/config.mk WORK_HOME=/design/flow/orfs finish
==> config.mk <==
export PLATFORM = sky130hd
export DESIGN_NAME = ov7670_controller
export DESIGN_NICKNAME = ov7670_controller
export VERILOG_FILES = /design/flow/design.v
export SDC_FILE = /design/flow/constraint.sdc
export NUM_CORES = 4
export LEC_CHECK = 1
export CORE_UTILIZATION = 40
==> constraint.sdc <==
current_design ov7670_controller

set clk_period 6.2
set clk_io_pct 0.2

create_clock -name clk0 -period $clk_period [get_ports {clk}]

set non_clock_inputs [all_inputs -no_clocks]
set_input_delay [expr $clk_period * $clk_io_pct] -clock clk0 $non_clock_inputs
set_output_delay [expr $clk_period * $clk_io_pct] -clock clk0 [all_outputs]
==> flow_summary.ini <==
; flow metrics
[flow_run]
warning_count = 38
maxCapViolations = 0

[die]
row_count = 45
die_x_um = 128
die_area_um2 = 16500
dieHeight_um = 128
coreArea_um2 = 15400
io_pins = 8
initCoreUtil_pct = 41.4

[yosys]
top_area_cell = edfxtp_1
synthArstFlopShare_pct = 0
edf_count = 93
synth-area-yosys_um2 = 6390
area_leaders = edfxtp_1 44%, dfxtp_1 9.1%, a21o_1 3.8%
synthTopCellsByCount = 93 x edfxtp_1, 32 x a21o_1, 29 x dfxtp_1, 28 x nand2_1
synth-seq-cells = 122
syn_inst = 572
netlist_area_um2 = 6390
most_common_cell = edfxtp_1
synth_warnings = 4
synth_cell_types = 58
synth_seq_share_pct = 52.8
flop_cell = edfxtp_1
synth_stat.cells = 572
synth.top_cell.area_share_pct = 43.7
avgSynthCellArea_um2 = 11.2

[timing]
max_freq_mhz = 323
post-route-period-util_pct = 50.0
rsz0062_at_grt = no
hold_violations = 0
slew_viol_final = 0
setup_slack_ps = 3100
slew_headroom_pct = 42.9
setup-tns-final_ps = 0
worst_slew_pin_slew_ps = 853
fin_worst_skew_ps = 5.84
setup_violations = 0
finalCriticalPeriod_ps = 3100

[placement]
place_area_um2 = 6570
place_ws_ps = 3050
gp_congestion = 0.919
place.port_buffers = 4
place_hpwl_mm = 7.44

[clock_network]
cts_sinks = 122
root_buffer = clkbuf_16
htree_levels = 4
clk_transition_reported_paths_ps = 60
post-cts-setup-buffer-count = 0
cts_tree = done
max-clock-path-buffers = 2
clock_latency_ps = 410
ctsResizeCount = 0
hold_buffers = 0
numCtsBuffers = 17

[route]
drc = 0
wl_per_cell_um = 15.5
drt-initial-drc-count = 528
via_per_inst = 5.43
n_antenna_cell = 0
wl_met1_mm = 6.13
antenna_left = 0
wl_met2_mm = 5.13
drt_pass1_iterations = 5
wirelength_mm = 12.2
route.top_layer_used = met4
vias = 4271
met3_length_um = 758

[min_path]
hold_class = flop to flop
holdCritStartpoint = sys_clk
holdPathStages = 1
min_delay_worst_endpoint = sys_clk

[power]
p_int_mw = 1.47
combPwrFrac_pct = 0.1
sw_frac_of_total_pct = 19.5
clkPwrFrac_pct = 52.4
ir_drop_uv = 159
p_sw_uw = 356
seqPwrFrac_pct = 47.5
power.leakage_nw = 2.72
power_density_nw_per_um2 = 255

[worst_setup_path]
setup.worst_path.class = flop to flop
reg2reg_depth = 8
crit_fanout = 35
r2r-end = Inst_i2c_sender.data_sr[18]
crit_required_ps = 6250
end_kind = flop
cp-start-kind = flop
reg2reg_slack_ps = 3100
r2r_start = Inst_i2c_sender.divider[6]
arrival_ps = 3150

[outcome]
status = completed

[final_layout]
area_growth_pct = 12.0
fillerInstances = 1374
fin_util_pct = 46.4
drive_above_1_share_pct = 12.7
stdcell_area_um2 = 7160

[global_routing]
grt_overflow = 0
grt_pass1_wl_mm = 20.4
grt_antenna_before_repair = 0
grt_use_total_pct = 16.1
grt_max_degree = 62
grt_pass1_vias = 3991
-- worst max-delay path, stage by stage, from the launching register on --
cell	delay, ps
edfxtp_1	430
inv_1	100
ha_1	180
nor4bb_1	280
nand2_1	140
nor2_2	120
buf_4	320
or2_2	610
buf_4	510
-- per-stage QoR --
step                      power (mW)  std cells  hold WS, ps
after CTS                       1.85        786          377
after detailed placement       0.886        754          364
after floorplan                0.886        572          338
after global placement         0.886        754          358
final                           1.83        786          373
after global routing            1.89        786          389
-- per-layer routing --
| metal | global-route usage (%) | up-vias |
|---|---|---|
| met5 | 0 | - |
| met1 | 26.8 | 2030 |
| met3 | 5.34 | 14 |
| li1 | - | 2113 |
| met2 | 22.0 | 114 |
| met4 | 2.21 | 0 |
-- state kept, by name, indices dropped and copies added, names as in the netlist, 8 cells and up --
| name | flops |
|---|---|
| Inst_i2c_sender.busy_sr | 32 |
| Inst_i2c_sender.data_sr | 30 |
| Inst_i2c_sender.divider | 8 |
| Inst_ov7670_registers.address | 8 |
| Inst_ov7670_registers.sreg | 16 |
| delay_counter | 23 |
-- placed cells by master (no fill, tap or decap), types with 4 or more instances in the layout --
cell type	instances
and2_1	13
o21ai_0	27
o211ai_1	4
nand2_1	28
nor2b_1	13
inv_1	21
xnor2_1	21
a31oi_1	9
or3_1	4
a211o_1	5
xor2_1	10
a221oi_1	5
ha_1	19
nand2b_1	10
edfxtp_1	93
buf_4	11
a21oi_1	20
nor3_1	9
o221ai_1	6
mux2i_1	8
dfxtp_1	29
nor2_1	26
clkdlybuf4s50_1	4
a21o_1	32
and3_1	7
nand3_1	17
nand4_1	16
a211oi_1	6
o2111ai_1	5
mux2_2	19
clkbuf_16	18
or2_2	4
-- cell type report --
class / instances / area (µm²) / area share, %
timing repair buffer: 15 / 123 / 1.71
tap: 211 / 264 / 3.69
sequential: 122 / 3370 / 47.1
multi-input combinational: 383 / 2730 / 38.1
clock inverter: 11 / 105 / 1.47
clock buffer: 21 / 482 / 6.73
inverter: 23 / 86.3 / 1.21
-- cells by family after synthesis --
family,synth area share (%)
AND-OR/OR-AND,15.2
buffers and inverters,4.62
AND/OR/NAND/NOR,13.7
flip-flops,52.8
multiplexers,5.66
XOR/XNOR,4.25
other,0.117
adder cells (fa/ha/maj),3.72
-- worst max-delay path by stage --
stage / to / slack (ps) / from
6_report: Inst_i2c_sender.data_sr[18] / 3100 / Inst_i2c_sender.divider[6]
5_1_grt: siod / 2860 / Inst_i2c_sender.divider[7]
4_1_cts: Inst_i2c_sender.data_sr[13] / 3060 / Inst_i2c_sender.divider[6]
-- power by group through the flow --
stage	Combinational, mW	Sequential (mW)	Clock (mW)
after CTS	0.00140	0.867	0.979
after global routing	0.00159	0.867	1.02
final	0.00137	0.868	0.956
Power figures rest on the tool's default switching activity, not on a simulated workload.
