[design/flow/design.v]
`timescale 1ns/1ps
module prox_flag #(
    parameter int unsigned CLK_HZ            = 50_000_000,
    parameter int unsigned THRESH_CM         = 20,    
    parameter int unsigned PING_INTERVAL_MS  = 250    
)(
    input  logic clk,
    input  logic rst,         
    input  logic echo_in,     
    output logic trig,        
    output logic wall_close   
);
    localparam int unsigned TEN_US_TICKS  = (CLK_HZ / 100_000);  
    localparam int unsigned WAIT_TIMEOUT_US = 25_000;
    localparam int unsigned WAIT_TIMEOUT_T  = (CLK_HZ / 1_000_000) * WAIT_TIMEOUT_US;
    localparam int unsigned PING_TICKS = (CLK_HZ / 1000) * PING_INTERVAL_MS;
    localparam int unsigned THRESH_TICKS =
        (THRESH_CM * CLK_HZ + 17_000 - 1) / 17_000;
    logic echo_meta, echo_sync;
    always_ff @(posedge clk) begin
        echo_meta <= echo_in;
        echo_sync <= echo_meta;
    end
    typedef enum logic [2:0] { S_IDLE, S_TRIGGER, S_WAIT, S_COUNTECHO, S_DECIDE } state_e;
    state_e state_q, state_d;
    logic [$clog2(TEN_US_TICKS  )-1:0] trig_cnt_q, trig_cnt_d;
    logic [$clog2(WAIT_TIMEOUT_T)-1:0] wait_cnt_q, wait_cnt_d;
    logic [$clog2(PING_TICKS    )-1:0] ping_cnt_q, ping_cnt_d;
    logic [21:0] echo_ticks_q, echo_ticks_d;
    logic no_echo_q, no_echo_d;
    assign trig = (state_q == S_TRIGGER);
    wire ping_fire = (ping_cnt_q == PING_TICKS-1);
    always_comb begin
        state_d      = state_q;
        trig_cnt_d   = trig_cnt_q;
        wait_cnt_d   = wait_cnt_q;
        ping_cnt_d   = ping_cnt_q;
        echo_ticks_d = echo_ticks_q;
        no_echo_d    = no_echo_q;
        if (state_q != S_TRIGGER) trig_cnt_d = '0;
        if (state_q != S_WAIT)    wait_cnt_d = '0;
        if (state_q == S_IDLE)
            ping_cnt_d = ping_fire ? '0 : ping_cnt_q + 1'b1;
        unique case (state_q)
            S_IDLE: begin
                echo_ticks_d = '0;
                if (ping_fire) begin
                    state_d   = S_TRIGGER;
                    no_echo_d = 1'b1;
                end
            end
            S_TRIGGER: begin
                trig_cnt_d = trig_cnt_q + 1'b1;
                if (trig_cnt_q == TEN_US_TICKS-1)
                    state_d = S_WAIT;
            end
            S_WAIT: begin
                wait_cnt_d = wait_cnt_q + 1'b1;
                if (echo_sync) begin
                    state_d   = S_COUNTECHO;
                    no_echo_d = 1'b0;
                end else if (wait_cnt_q == WAIT_TIMEOUT_T-1) begin
                    state_d   = S_DECIDE;  
                    no_echo_d = 1'b1;
                end
            end
            S_COUNTECHO: begin
                echo_ticks_d = echo_ticks_q + (echo_sync ? 22'd1 : 22'd0);
                if (!echo_sync)
                    state_d = S_DECIDE;
            end
            S_DECIDE: begin
                state_d = S_IDLE;
            end
            default: state_d = S_IDLE;
        endcase
    end
    always_ff @(posedge clk) begin
        if (rst) begin
            state_q      <= S_IDLE;
            trig_cnt_q   <= '0;
            wait_cnt_q   <= '0;
            ping_cnt_q   <= '0;
            echo_ticks_q <= '0;
            no_echo_q    <= 1'b1;
            wall_close   <= 1'b0;
        end else begin
            state_q      <= state_d;
            trig_cnt_q   <= trig_cnt_d;
            wait_cnt_q   <= wait_cnt_d;
            ping_cnt_q   <= ping_cnt_d;
            echo_ticks_q <= echo_ticks_d;
            no_echo_q    <= no_echo_d;
            if (state_q == S_DECIDE) begin
                if (no_echo_q)
                    wall_close <= 1'b0;               
                else
                    wall_close <= (echo_ticks_q <= THRESH_TICKS);
            end
        end
    end
endmodule
[design/flow/run.sh]
#!/bin/bash
# OpenROAD 26Q1-2900-gdf79404cd8, Yosys 0.63+post, stock flow scripts
make -C /OpenROAD-flow-scripts/flow DESIGN_CONFIG=/design/flow/config.mk WORK_HOME=/design/flow/orfs finish
[design/flow/config.mk]
export PLATFORM = sky130hd
export DESIGN_NAME = prox_flag
export DESIGN_NICKNAME = prox_flag
export VERILOG_FILES = /design/flow/design.v
export SDC_FILE = /design/flow/constraint.sdc
export NUM_CORES = 4
export LEC_CHECK = 1
export CORE_UTILIZATION = 40
[design/flow/constraint.sdc]
current_design prox_flag

set clk_period 3.6
set clk_io_pct 0.2

create_clock -name clk0 -period $clk_period [get_ports {clk}]

set non_clock_inputs [all_inputs -no_clocks]
set_input_delay [expr $clk_period * $clk_io_pct] -clock clk0 $non_clock_inputs
set_output_delay [expr $clk_period * $clk_io_pct] -clock clk0 [all_outputs]
==> impl_metrics.toml <==
# synthesis and place-and-route metrics
[final_layout]
layout.cells.non_filler = 608
synthesis_to_layout_area_growth_pct = 7.75
logic_area_um2 = 2270
final_layout_top_logic_cells = "85 x sky130_fd_sc_hd__dfxtp_1, 69 x sky130_fd_sc_hd__nor2_1, 35 x sky130_fd_sc_hd__nand2_1"
final_area_um2 = 4420
most_frequently_placed_logic_cell_in_the_final_layout = "sky130_fd_sc_hd__dfxtp_1"
final.fill_count = 955
layout.area.seq_um2 = 1700
post_route_cells_drive_above_1_share_pct = 8.42

[synthesis]
asyncSetResetFlopFracSynth_pct = 0
synth-seq-area-share_pct = 41.5
synthDominantCellAreaShare_pct = 41.5
yosys_cells = 472
synth.lib_cells_used.distinct = 59
synth-edff-count = 0
postSynthRegisterBits = 85
post_synth_inst_count = 472
yosysWarningCount = 1
ys_area_um2 = 4100
synth_top_cell_by_area = "sky130_fd_sc_hd__dfxtp_1"
synth_area_um2 = 4100
top_cells_by_area = "sky130_fd_sc_hd__dfxtp_1 41%, sky130_fd_sc_hd__nor2_1 6.3%, sky130_fd_sc_hd__xnor2_1 4.1%"
syn_area_per_cell_um2 = 8.69
flop_cell = "sky130_fd_sc_hd__dfxtp_1"

[route]
post-route-drc-count = 0
wirelength_mm = 7.72
detail_route.iter0.violations = 101
route.detailed.vias_per_inst = 5.32
drt_pass1_iterations = 4
route.vias.total = 3234
final_antenna_net_count = 0
avgRoutedWirePerCell_um = 12.7
total_antenna_diodes_in_the_routed_design = 0

[job]
maxCapViolCount = 0
warning_count = 25

[grt]
maximum_number_of_pins_on_one_net_before_global_route_repair = 45
grt_antenna_before_repair = 0
vias_in_the_first_global_route = 2777
grt_first_pass_wirelength_mm = 13.3
gr-total-overflow = 0
grt.total_usage_pct = 15.7

[setup_path]
worst_path_max_delay_cell = "sky130_fd_sc_hd__or4_1"
critical_path.most_common_cell = "sky130_fd_sc_hd__ha_1"
worst_setup_path_start_kind = "flip-flop"
worstSetupEndpointType = "flip-flop"
required_time_of_the_critical_path_ps = 3880
worst-path-max-fanout = 14
worstPathArrival_ps = 2580
crit_path_cell_trace = "ha_1 -> ha_1 -> and4_1 -> nand3_1 -> or4_1 -> a21oi_1"
critPathKind = "reg -> reg"
timing.critical_path.slowest_cell_delay_ps = 640

[floorplan]
pin_count = 5
die_y_um = 103
placementRows = 36
initial_core_util_pct = 41.6
core_region_area_um2 = 9860
die_wd_um = 103
die_area_um2 = 10700

[timing]
clock_skew_ps = 14.9
number_of_pins_with_negative_max_slew_slack_in_the_final_report = 0
worst_path_setup_slack_after_routing_ps = 1300
worstMarginPinSlew_ps = 784
finalCritPeriodShare_pct = 63.9
fmax_ghz = 0.435
finalSetupTns_ps = 0
timing.final.setup_violations = 0
slew_headroom_pct = 47.7
hold_viol_final = 0
rsz0062_at_grt = "false"
final_critical_path_time_including_i_o_delays_and_setup_ps = 2300

[status]
status = "completed"

[cts]
number_of_buffers_created_by_cts = 9
cts_tree = "yes"
hold_buffers = 0
clk_pin_slew_worst_paths_ps = 90
clockRootBuffer = "sky130_fd_sc_hd__clkbuf_8"
clock_insertion_delay_worst_skew_ps = 360
ctsLongestPathBuffers = 2
post_cts.repair.setup_buffers = 0
cts_resized = 0
cts.sink_count = 85
cts.htree.levels = 3

[worst_hold_path]
class_of_the_most_critical_hold_timing_path = "reg -> reg"

[placed_design]
post-place-ws_ps = 1200
postPlaceCellArea_um2 = 4230
detailed_place_hpwl_mm = 5.11
gp_congestion = 0.828
post_place_cells = 592
io_buffer_count = 4

[pwr]
share_comb_of_total_power_pct = 1.6
power.density_cell_area_nw_per_um2 = 367
switching_share_pct = 24.0
p_leak_nw = 1.41
internal_dissipation_mw = 1.23
power.clock.fraction_pct = 40.0
pwr-share-seq_pct = 58.4
peakVddDrop_mv = 0.156
netSwitchingPower_mw = 0.390
power by group through the flow:
| stage | registers [mW] | clock network [mW] | logic (mW) |
|---|---|---|---|
| CTS | 0.947 | 0.669 | 0.0256 |
| finish | 0.947 | 0.649 | 0.0254 |
| global route | 0.949 | 0.709 | 0.0284 |
synth_stat cells, types with 4 or more instances:
cell and n:
sky130_fd_sc_hd__dfxtp_1 85, sky130_fd_sc_hd__nor2_1 69, sky130_fd_sc_hd__nand2_1 35, sky130_fd_sc_hd__nand3_1 28
sky130_fd_sc_hd__a21oi_1 23, sky130_fd_sc_hd__xnor2_1 19, sky130_fd_sc_hd__xor2_1 18, sky130_fd_sc_hd__and3_1 13
sky130_fd_sc_hd__nor3_1 13, sky130_fd_sc_hd__clkbuf_1 11, sky130_fd_sc_hd__nand4_1 11, sky130_fd_sc_hd__and4_1 10
sky130_fd_sc_hd__inv_1 9, sky130_fd_sc_hd__nor3b_1 9, sky130_fd_sc_hd__nor4_1 9, sky130_fd_sc_hd__o21ai_0 9
sky130_fd_sc_hd__or3_1 8, sky130_fd_sc_hd__o211ai_1 7, sky130_fd_sc_hd__ha_1 5, sky130_fd_sc_hd__nor2b_1 5
sky130_fd_sc_hd__buf_2 4, sky130_fd_sc_hd__mux2_2 4, sky130_fd_sc_hd__o31a_1 4, sky130_fd_sc_hd__or4_1 4
through the flow:
step / utilization [%] / total power, mW / hold slack [ps]
2_1_floorplan: - / 0.988 / 310
3_3_place_gp: 42.9 / 0.995 / 356
3_5_place_dp: 42.9 / 0.995 / 339
4_1_cts: 44.8 / 1.64 / 358
5_1_grt: 44.8 / 1.69 / 363
6_report: 44.8 / 1.62 / 355
final timing paths:
kind                                   end  depth (start not counted)         startpoint  slack (ps)
max reg2reg  echo_ticks_q[20]$_SDFFE_PP0P_                          6  echo_sync$_DFF_P_        1300
min reg2reg              echo_sync$_DFF_P_                          0  echo_meta$_DFF_P_         350
min                      echo_sync$_DFF_P_                          0  echo_meta$_DFF_P_         350
max          echo_ticks_q[20]$_SDFFE_PP0P_                          6  echo_sync$_DFF_P_        1300
sequential cells by signal (all words and copies together), names as in the netlist:
signal and flops:
echo_meta 1, echo_sync 1, echo_ticks_q 22, no_echo_q 1
ping_cnt_q 24, state_q 5, trig_cnt_q 9, wait_cnt_q 21
wall_close 1
critical path: cells and delay by family (launching register included):
family	cells	cell delay [ps]
AND-OR/OR-AND	1	140
adder cells (fa/ha/maj)	2	410
flip-flops	1	410
AND/OR/NAND/NOR	3	1280
cells by family (layout without fill, tap and decap cells):
family                   Yosys count  count (layout)  share of synthesized area (%)
adder cells (fa/ha/maj)            5               5                           1.52
XOR/XNOR                          38              38                           8.30
multiplexers                       7               7                           1.95
buffers and inverters             28              31                           3.14
flip-flops                        85              85                           41.5
AND-OR/OR-AND                     70              70                           12.4
AND/OR/NAND/NOR                  239             239                           31.2
area by class of cell:
class | instances | area share (%)
multi-input cells | 359 | 51.4
clock inverters | 6 | 1.22
well taps | 133 | 3.76
repair buffers | 6 | 1.25
inverters | 9 | 0.764
flip-flops and latches | 85 | 38.5
clock buffers | 10 | 3.11
metal layers:
layer	wire length, µm	share of wire, %	global-route usage [%]
met3	198	2.6	1.91
met2	3200	42	23.1
met4	124	1.6	2.17
met5	0	0	0
met1	4190	54	25.9
Power and IR drop assume default switching activity.
