==> flow/design.v <==
`timescale 1ns/1ns
module vga_driver (
    input clk,  
    input rst,
	input [11:0] pixel,
   output logic hsync,
   output logic vsync,
   output logic [7:0] r,
   output logic [7:0] g,
   output logic [7:0] b,
	output logic VGA_BLANK_N,
	output logic VGA_SYNC_N,
	output logic ready
);
    localparam HVisibleArea  = 640;
    localparam HFrontPorch   = 16;
    localparam HSyncPulse    = 96;
    localparam HBackPorch    = 48;
    localparam HWholeLine    = HVisibleArea + HFrontPorch + HSyncPulse + HBackPorch;
    localparam VVisibleArea  = 480;
    localparam VFrontPorch   = 10;
    localparam VSyncPulse    = 2;
    localparam VBackPorch    = 33;
    localparam VTotalLines    = VVisibleArea + VFrontPorch + VSyncPulse + VBackPorch;
    localparam TotalPixels   = HWholeLine*VTotalLines;
    logic [$clog2(TotalPixels-1)+1:0]   pixel_count;
    logic [$clog2(VTotalLines-1)+1 :0]  line_count;
    typedef enum {HSYNC, HBACKPORCH, DISPLAY, HFRONTPORCH} states_t;
    states_t state, next_state;
    always_ff @(posedge clk) begin : sequential_logic
        if (rst) begin
            state <= HSYNC;
            pixel_count <= '0;
            line_count  <= '0;
        end
        else begin
            state       <= next_state;
            pixel_count <= (pixel_count != HWholeLine-1) ? (pixel_count + 1) : (0);
            line_count  <= (line_count != VTotalLines-1) ? ((pixel_count == HWholeLine-1) ? (line_count + 1) : (line_count)) : 0;
        end
    end : sequential_logic
    always_comb begin : next_state_logic
        case (state)
            HSYNC:       next_state = (pixel_count == HSyncPulse-1) ? (HBACKPORCH) : HSYNC;
            HBACKPORCH:  next_state = (pixel_count == (HBackPorch + HSyncPulse-1)) ? (DISPLAY) : (HBACKPORCH);
            DISPLAY:     next_state = (pixel_count == (HBackPorch + HSyncPulse + HVisibleArea-1)) ? (HFRONTPORCH) : (DISPLAY);
            HFRONTPORCH: next_state = (pixel_count == HWholeLine-1) ? (HSYNC) : (HFRONTPORCH);
            default: next_state = state;
        endcase
    end : next_state_logic
    always_comb begin : output_logic
        hsync = 1;
        r = '0;
        g = '0;
        b = '0;
        case (state)
            HSYNC:       begin
                hsync = 0;
            end
            DISPLAY:     begin
                r = {2{pixel[11:8]}}; 
                g = {2{pixel[7:4]}};
                b = {2{pixel[3:0]}};
            end
        endcase
    end : output_logic
	 assign vsync = ((line_count >= (VVisibleArea + VFrontPorch))   && (line_count < (VVisibleArea + VFrontPorch + VSyncPulse))) ? 0 : 1;
	 wire HDISPLAY = (pixel_count >= (HBackPorch + HSyncPulse-2))   && (pixel_count <= (HBackPorch + HSyncPulse + HVisibleArea-3)); 
	 wire VDISPLAY = line_count >= (VSyncPulse+VBackPorch)          && line_count < (VSyncPulse+VBackPorch+VVisibleArea);
	 assign ready       = HDISPLAY && VDISPLAY;
	 assign VGA_BLANK_N = ready;
	 assign VGA_SYNC_N  = 1'b0;
endmodule
==> flow/run.sh <==
#!/bin/bash
# OpenROAD 26Q1-2900-gdf79404cd8, Yosys 0.63+post, stock flow scripts
make -C /OpenROAD-flow-scripts/flow DESIGN_CONFIG=/design/flow/config.mk WORK_HOME=/design/flow/orfs finish
==> flow/config.mk <==
export PLATFORM = sky130hd
export DESIGN_NAME = vga_driver
export DESIGN_NICKNAME = vga_driver
export VERILOG_FILES = /design/flow/design.v
export SDC_FILE = /design/flow/constraint.sdc
export NUM_CORES = 4
export LEC_CHECK = 1
export CORE_UTILIZATION = 40
==> flow/constraint.sdc <==
current_design vga_driver

set clk_period 4.7
set clk_io_pct 0.2

create_clock -name clk0 -period $clk_period [get_ports {clk}]

set non_clock_inputs [all_inputs -no_clocks]
set_input_delay [expr $clk_period * $clk_io_pct] -clock clk0 $non_clock_inputs
set_output_delay [expr $clk_period * $clk_io_pct] -clock clk0 [all_outputs]
==> flow_metrics.env <==
# source this file to load flow results
export IMPL_status="complete, no violations"
export IMPL_start_kind="flip-flop"
export IMPL_postSynthCellCount=262
export IMPL_core_area_um2=5205
export IMPL_hold_path_class="flip-flop to flip-flop"
export IMPL_cp_top_family="AND-OR/OR-AND gates"
export IMPL_drv_slew=0
export IMPL_synth_cell_type_count=44
export IMPL_grt_setup_unrepaired="no"
export IMPL_yosys_cells=262
export IMPL_ff_type="dfxtp_1"
export IMPL_fillers=503
export IMPL_cp_slowest_cell="clkdlybuf4s50_1"
export IMPL_clk_pin_slew_ns=0.07
export IMPL_stdcell_area_um2=2619
export IMPL_crit_path_end_kind="primary output"
export IMPL_holdBufCountCts=0
export IMPL_yosysWarnings=1
export IMPL_synth_area_um2=2201
export IMPL_grt_overflow_total=0
export IMPL_finalWorstSetupSlack_ns=1.395
export IMPL_initCoreUtil_pct=42.28
export IMPL_period_used_pct=70.31
export IMPL_worstMarginPinSlew_ns=0.7043
export IMPL_drtIter0Drc=130
export IMPL_ys_seq_share_pct=33.66
export IMPL_clock_sinks=37
export IMPL_max_cap_violations=0
export IMPL_grt_max_degree=25
export IMPL_htreeDepth=2
export IMPL_hold_viol_final=0
export IMPL_ys_ff=37
export IMPL_io_buffers=41
export IMPL_gr_usage_all_layers_pct=17.00
export IMPL_power_density_nw_per_um2=229.6
export IMPL_edf_count=0
export IMPL_clock_skew_ns=0.003559
export IMPL_async_flop_share_pct=0
export IMPL_gp_congestion=0.8260
export IMPL_critical_path_max_stage_delay_ns=0.52
export IMPL_cts_buffer_depth=2
export IMPL_wire_per_inst_um=12.96
export IMPL_route_vias_total=1949
export IMPL_cp_arrival_ns=2.36
export IMPL_die_h_um=76.18
export IMPL_worstSkewPairLatency_ns=0.28
export IMPL_peakVddDrop_uv=145.6
export IMPL_clock_root_buffer="clkbuf_8"
export IMPL_drc=0
export IMPL_ios=43
export IMPL_syn2layout_area_growth_pct=18.99
export IMPL_ant_nets=0
export IMPL_crit_type="flip-flop to primary output"
export IMPL_drt_pass1_iter_count=4
export IMPL_dpl_instance_area_um2=2515
export IMPL_total_power_w=0.0006013
export IMPL_diodes=0
export IMPL_chipArea_um2=5803
export IMPL_post_place_ws_ns=1.682
export IMPL_yosys_stat_area_um2=2201
export IMPL_worstPathRequired_ns=3.76
export IMPL_dp_hpwl_um=3255
export IMPL_antenna_found_initial=0
export IMPL_fin_setup_tns_ns=0
export IMPL_leakage_nw=0.9180
export IMPL_grt_pass1_vias=1791
export IMPL_finalCriticalPeriod_ns=3.305
export IMPL_worstPathCellList="nor4_2 > nand3_1 > a2111o_1 > a211oi_1 > clkdlybuf4s50_1"
export IMPL_routed_via_density=5.521
export IMPL_cts_tree="built"
export IMPL_cts_inserted_buffers=5
export IMPL_drive_above_1_share_pct=5.300
export IMPL_finalWirelength_um=4574
export IMPL_cp_num_buf_inv=1
export IMPL_avgSynthCellArea_um2=8.400
export IMPL_path_max_fanout=5
export IMPL_cts_setup_buffers=0
export IMPL_finalSetupViolations=0
export IMPL_relSlewSlack_pct=53.05
export IMPL_grt_first_pass_wirelength_um=8128
export IMPL_die_w_um=76.18
export IMPL_fmax_mhz=302.6
export IMPL_tool_warnings=29
export IMPL_ctsResizeCount=0
export IMPL_rows=26
[sequential cells by signal, summed over array words and instances (netlist names)]
register and flops:
state 4, pixel_count 21, line_count 12
[cells in the mapped netlist (2+ instances only)]
cell / number / area [µm²]
xor2_1: 11 / 96.34
nand2_1: 15 / 56.30
nor4b_1: 2 / 17.52
nand4_1: 9 / 56.30
o31ai_1: 12 / 90.09
nor3_1: 2 / 10.01
ha_1: 6 / 75.07
or4_1: 13 / 97.59
and2_1: 15 / 93.84
buf_6: 3 / 33.78
inv_1: 7 / 26.28
buf_2: 3 / 15.01
nor2_1: 20 / 75.07
a21oi_1: 21 / 105.1
and4_1: 6 / 52.55
o21ai_0: 10 / 50.05
and3_1: 6 / 37.54
buf_4: 15 / 112.6
dfxtp_1: 37 / 740.7
clkbuf_1: 6 / 22.52
or3_1: 8 / 50.05
nand3_1: 12 / 60.06
nand4_2: 2 / 25.02
[tightest hold or removal path: stages (launching register included)]
cell and delay [ns]:
dfxtp_1 0.31, o21ai_0 0.07, a21oi_1 0.06
[logic make-up (layout without fill, tap and decap cells)]
kind of cell | after synthesis | count (layout) | synth area share, %
xor gates and xnor gates | 12 | 12 | 4.775
other | 1 | 1 | 0.1704
DFF | 37 | 37 | 33.66
AOI/OAI and AO/OA | 55 | 55 | 16.03
adders and majority gates | 6 | 6 | 3.411
buffers and inverters | 34 | 55 | 9.551
and+or+nand+nor | 116 | 116 | 31.89
muxes | 1 | 1 | 0.5116
[stage by stage]
stage | hold WS, ns | std cells | util (%)
after global routing | 0.5252 | 353 | 50.31
after floorplan | 0.4434 | 262 | -
after global placement | 0.4654 | 346 | 48.32
after detailed placement | 0.4753 | 346 | 48.32
final | 0.4887 | 353 | 50.31
after CTS | 0.4918 | 353 | 50.31
[layout make-up]
| type | count | area (µm²) | area share [%] |
|---|---|---|---|
| Clock buffer | 5 | 68.82 | 2.628 |
| Clock inverter | 2 | 35.03 | 1.338 |
| Inverter | 7 | 26.28 | 1.003 |
| Multi-Input combinational cell | 191 | 1250 | 47.73 |
| Sequential cell | 37 | 740.7 | 28.28 |
| Tap cell | 70 | 87.58 | 3.344 |
| Timing Repair Buffer | 41 | 410.4 | 15.67 |
[cells in the final DEF, fill, tap and decap left out, types with 8 or more instances in the layout]
master,instances
a21oi_1,21
or3_1,8
nand3_1,12
nor2_1,20
nand2_1,15
or4_1,13
o21ai_0,10
clkdlybuf4s50_1,41
xor2_1,11
nand4_1,9
o31ai_1,12
and2_1,15
dfxtp_1,37
[final timing paths]
| path | end | cells past startpoint | slack (ns) | from |
|---|---|---|---|---|
| setup / recovery | VGA_BLANK_N | 5 | 1.40 | pixel_count[10]$_SDFF_PP0_ |
| hold / removal | state[3]$_DFF_P_ | 2 | 0.49 | state[3]$_DFF_P_ |
| setup reg to reg | state[0]$_DFF_P_ | 5 | 2.23 | pixel_count[1]$_SDFF_PP0_ |
| hold reg to reg | state[3]$_DFF_P_ | 2 | 0.49 | state[3]$_DFF_P_ |
[power by group]
part / switching, W / internal, W / total, W / leakage, nW
Clock: 0.000106 / 0.000154 / 0.000260 / 0.0540
Sequential: 0.00000381 / 0.000316 / 0.000319 / 0.299
Combinational: 0.00000879 / 0.0000134 / 0.0000222 / 0.565
Total: 0.000118 / 0.000483 / 0.000601 / 0.918
[metal layers]
layer / part of all wire (%) / GRT usage, % / vias to the layer above
li1: - / - / 989
met5: 0 / 0 / -
met1: 52 / 26.75 / 892
met4: 1.2 / 1.923 / 0
met3: 6.5 / 3.406 / 7
met2: 40 / 25.45 / 61
Power figures rest on the tool's default switching activity, not on a simulated workload.
